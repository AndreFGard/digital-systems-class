### flow/run.sh
#!/bin/bash
# OpenROAD 26Q1-2900-gdf79404cd8, Yosys 0.63+post, stock flow scripts
make -C /OpenROAD-flow-scripts/flow DESIGN_CONFIG=/design/flow/config.mk WORK_HOME=/design/flow/orfs finish
### flow/config.mk
export PLATFORM = sky130hd
export DESIGN_NAME = fsm_traffic_light
export DESIGN_NICKNAME = fsm_traffic_light
export VERILOG_FILES = /design/flow/design.v
export SDC_FILE = /design/flow/constraint.sdc
export NUM_CORES = 4
export LEC_CHECK = 1
export CORE_AREA = 10 10 72 72
export DIE_AREA = 0 0 82 82
### flow/constraint.sdc
current_design fsm_traffic_light

set clk_period 2.7
set clk_io_pct 0.2

create_clock -name clk0 -period $clk_period [get_ports {clk}]

set non_clock_inputs [all_inputs -no_clocks]
set_input_delay [expr $clk_period * $clk_io_pct] -clock clk0 $non_clock_inputs
set_output_delay [expr $clk_period * $clk_io_pct] -clock clk0 [all_outputs]
### flow/design.v
module half_adder_s(
    input a,b,
    output sum, carry
);
    assign sum = a ^ b;
      assign carry = a & b;
endmodule
module full_adder(input a, b, cin, output sum, carry_out);
  wire f_sum,f_carry,sec_sum,sec_carry;
  half_adder_s aaaa(a,b,f_sum,f_carry);
  half_adder_s uuat(f_sum, cin, sec_sum,
               	sec_carry);
  assign sum = sec_sum;
  assign carry_out = f_carry | sec_carry;
endmodule
module flipFlopD_rise(input D, input clk, output reg Q);
    always @(posedge clk) begin
        Q <= D;
    end
endmodule
module flipFlopDivider_2(input clk, output out_d);
    reg k = 0;
    flipFlopD_rise ff1 (
        .D(k),
        .clk(clk),
        .Q(out_d)
    );
    always @(posedge clk) begin
        k <= ~k;  
    end
endmodule
module flipFlop_counter_4b(input clk, output [3:0] stor);
    wire fpa_w, fpb_w, fpc_w, fpd_w;
    flipFlopDivider_2 fpA(
        .clk(clk),
        .out_d(fpa_w)
    );
    assign stor[0] = ~fpa_w;
    flipFlopDivider_2 fpB(
        .clk(fpa_w),
        .out_d(fpb_w)
    );
    assign stor[1] = ~fpb_w;
    flipFlopDivider_2 fpC(fpb_w, fpc_w);
    assign stor[2] = ~fpc_w;
    flipFlopDivider_2 fpD (fpc_w, fpd_w);
    assign stor[3] = ~fpd_w;
endmodule
module flipFlop_storage_4b(input set, input [3:0] origin, output [3:0] dest);
    flipFlopD_rise fp_A(.clk(set), .D(origin[0]), .Q(dest[0]));
    flipFlopD_rise fp_B(.clk(set), .D(origin[1]), .Q(dest[1]));
    flipFlopD_rise fp_C(.clk(set), .D(origin[2]), .Q(dest[2]));
    flipFlopD_rise fp_D(.clk(set), .D(origin[3]), .Q(dest[3]));
endmodule
module flipFlop_counter_with_storage_4b(input clk, input save,
                        output [3:0] counter, output [3:0] storage_counter);
    flipFlop_counter_4b cnt_fp(.clk(clk), .stor(counter));
    flipFlop_storage_4b storage_er(.set(save),.origin(counter),.dest(storage_counter));
endmodule
module divide_2_flipFlop_counter_with_storage_4b(input clk, input save,
                        output [3:0] counter, output [3:0] storage_counter);
    wire divided_clock;
    flipFlopDivider_2 divider(clk, divided_clock);
    flipFlop_counter_with_storage_4b stuff(divided_clock, save, counter, storage_counter);
endmodule
module timer(clk,reset,count, done);
  parameter trigger = 7;
  input clk,reset;
  output reg [3:0] count;
  output reg done;
  always@(posedge clk) 
  begin
    if(reset) begin 
      count <= 0;
      done <= 0;
    end
    else if (count == trigger )
        done <= 1;
    else      
      count <= count + 1;
  end
endmodule :timer
module fsm_traffic_light(input clk, input button, output reg [2:0] lights);
parameter SIZE = 3;
parameter GREEN = 3'b111; parameter WAITING_R = 3'b010; parameter RED = 3'b000;
reg [SIZE:-1] state;
reg resettimer; reg [3:0] _; reg timerDone;
timer eggtimer(clk,button,_, timerDone);
always @ (posedge clk) begin
    case (state)
        WAITING_R: begin
            lights <= WAITING_R;  
            if (timerDone) begin
                state <= GREEN;
                resettimer <= 1;
            end
            else resettimer <= 0;
            end
        RED: begin 
            lights <= RED; 
            if (button) begin
                state <= WAITING_R;
                resettimer <= 1;
            end
        end
        GREEN: begin
            lights <= GREEN; 
            if (timerDone & ~resettimer) begin
                state <= RED;
            end
            else resettimer <= 0;
        end
        default: state <= RED;
    endcase
end
endmodule
module simple_traffic_light_fsm(input clk, input button, output reg [2:0] lights);
parameter SIZE = 3;
parameter GREEN = 3'b111; parameter WAITING_R = 3'b010; parameter RED = 3'b000;
reg [SIZE:-1] state;
always @ (posedge clk) begin
    case(state)
            RED: begin 
                lights <= RED; 
                if (button) begin
                    state <= GREEN;
                end
            end
            GREEN: begin
                lights <= GREEN; 
                if (~button) begin 
                    state <= RED;
                end
            end
            default: state <= RED;
        endcase
end
endmodule
module onehot_bcd_encoder(input [9:0] switch, output [3:0] y, output idle);
	assign y = (switch == 10'b0000_0000_01) ? 4'b0000 :
          	(switch == 10'b0000_0000_10) ? 4'b0001 :
          	(switch == 10'b0000_0001_00) ? 4'b0010 :
          	(switch == 10'b0000_0010_00) ? 4'b0011 :
          	(switch == 10'b0000_0100_00) ? 4'b0100 :
          	(switch == 10'b0000_1000_00) ? 4'b0101 :
          	(switch == 10'b0001_0000_00) ? 4'b0110 :
          	(switch == 10'b0010_0000_00) ? 4'b0111 :
          	(switch == 10'b0100_0000_00) ? 4'b1000 :
          	(switch == 10'b1000_0000_00) ? 4'b1001 :
    	4'bxxxx;
endmodule
module displayer_i_guess(
  input [3:0] y,
  output [6:0] alphabet
);
  assign alphabet = (y == 4'b0000) ? 7'b1110111 :
                	(y == 4'b0001) ? 7'b0110000 :
                	(y == 4'b0010) ? 7'b1101101 :
                	(y == 4'b0011) ? 7'b1111001 :
                	(y == 4'b0100) ? 7'b0110010 :
                	(y == 4'b0101) ? 7'b1011011 :
                	(y == 4'b0110) ? 7'b1011111 :
                	(y == 4'b0111) ? 7'b1110000 :
                	(y == 4'b1000) ? 7'b1111111 :
                	(y == 4'b1001) ? 7'b1111011 :
                	7'b0000000;
endmodule
module alarm(input clk, input sens1, sens2, input rest, output reg occurence, output reg alarm_l);
  parameter QUIET = 3'b001;
  parameter OCCURRENCE = 3'b010;
  parameter ALARMING = 3'b100;
  reg [2:0] state; reg [2:0] toprintstate;
  always @ (posedge clk) begin
	case(state)
  	QUIET: begin
    	if (sens1 & sens2) begin
      	state <= ALARMING;
    	end else state <= QUIET;
     	 alarm_l <= 0;
    	occurence <= 0;
  	end
  	OCCURRENCE: begin
    	if (rest) begin
      	state <= QUIET;
    	end
    	else begin
      	if (sens1 & sens2) begin
        	state <= ALARMING;
      	end
    	end
     	 alarm_l <= 0;
    	occurence <= 1;
  	end
  	ALARMING:begin
    	if (~rest) begin
      	if (sens1 || sens2) begin
     		 state <= ALARMING;
      	end
      	else state <= OCCURRENCE;
    	end
    	else state <= QUIET;
     	 alarm_l <= 1;
    	occurence <= 1;
  	end
  	default: state <= QUIET;
	endcase
  end
endmodule
module mux_8_1(
    input [7:0][3:0] inp,
    input [2:0] sel,
    output [3:0] byebye
);
    assign byebye = (sel == 3'b000) ? inp[0] :
                    (sel == 3'b001) ? inp[1] :
                    (sel == 3'b010) ? inp[2] :
                    (sel == 3'b011) ? inp[3] :
                    (sel == 3'b100) ? inp[4] :
                    (sel == 3'b101) ? inp[5] :
                    (sel == 3'b110) ? inp[6] :
                    (sel == 3'b111) ? inp[7] :
                    4'b0000;  
endmodule
module clocked_mux_8_1(
    input wire clk,
    input wire [7:0][3:0] inp,
    input wire [2:0] sel,
    output reg [3:0] byebye
);
    always @(negedge clk) begin
        case (sel)
            3'b000: byebye <= inp[0];
            3'b001: byebye <= inp[1];
            3'b010: byebye <= inp[2];
            3'b011: byebye <= inp[3];
            3'b100: byebye <= inp[4];
            3'b101: byebye <= inp[5];
            3'b110: byebye <= inp[6];
            3'b111: byebye <= inp[7];
            default: byebye <= 4'b0000;  
        endcase
    end
endmodule
module demux_2_1(input clk,
    input [2:0] a,
    input sel,
    output reg [2:0] c1,
    output reg [2:0] c2
);
  always @(clk) begin
        case (sel)
            1'b0: begin
                c1 = a;
            end
            1'b1: begin
                c2 = a;
            end
        endcase
    end
endmodule
module summer_with_one_input(input clk, input control, input [2:0] a, output reg [3:0] c);
  reg [2:0] stored;
  reg [2:0] b;
  demux_2_1 j(clk,a,control,stored,b);
  always @(posedge clk) begin
    $display("%b ctrl %d stored and %d b %d sum",control, stored,b,c);
    case (control)
      1'b0: begin
        c = 13; 
      end
      1'b1:begin
        c = a + stored;
      end
    endcase
  end
endmodule
module demux_8_1(
    input clk,
    input [3:0] inp,
    input [2:0] sel,
    output reg [7:0][3:0] out 
);
    always @(*) begin
        case (sel)
            3'b000: out[0] <= inp;
            3'b001: out[1] <= inp;
            3'b010: out[2] <= inp;
            3'b011: out[3] <= inp;
            3'b100: out[4] <= inp;
            3'b101: out[5] <= inp;
            3'b110: out[6] <= inp;
            3'b111: out[7] <= inp;
        endcase
    end
endmodule
module instruction_decoder(input clk, input [7:0][3:0] inp, input [8:0] instruct, output wire  [7:0][3:0]out  );
    parameter DISPLAYING = 4'h1; parameter RECEIVING = 4'h0;
    reg [3:0] chosen_in; reg [3:0] current;
    reg [7:0][3:0]buffer ;
    reg demuxclk;
    reg [3:0] counter;
    reg [3:0] demux_buffer;
    reg[3:0] toprint; reg[3:0] next;
    initial begin
         counter = 2; demuxclk = 0; 
    end
    assign out = buffer;  
    mux_8_1 mux(inp,instruct[2:0],chosen_in);  
    demux_8_1 demux(clk, toprint, instruct[5:3], buffer);  
    always @(posedge clk) begin
        $display("x|%d: chosen_in  N%d=%d, next %d toprint %d chosen_ out %d=",
        counter, instruct[2:0], chosen_in, next, toprint, instruct[5:3], buffer[instruct[5:3]]);
        case (counter)
            RECEIVING: begin
                $display("beginning");
                toprint = next;
                next = chosen_in; 
                counter = instruct[8:6];
            end
            DISPLAYING: begin 
                counter = counter - 1;
                demuxclk = 1;
            end
            default: begin 
                counter = counter -1;
                demuxclk = 0;
            end
        endcase 
    end
endmodule
==> run notes <==
Notes on the physical implementation.

- According to the report, the first pass of detailed routing completed in 2 iterations.
- STA reports the tightest min-delay check as being of type flop to flop.
- The vertical die dimension reported for this design is 82 µm.
- Entering global routing, the biggest net connects 10 pins.
- The later-pin clock latency in the skew report is 0.23 ns, for reference.
- The number of buffers added to fix hold violations after cts is 0, for reference.
- The wire length of the first global-routing pass is around 1300 µm, for reference.
- After technology mapping, the gate count stands at 44.
- Counting the buffers created by CTS gives 3.
- CTS built an H-tree with a depth of 1.
- The setup skew after layout is 0.00201 ns, for reference.
- The reg-to-reg endpoint is state[-1], for reference.
- The critical path in the final layout is reported with a setup slack of ~1.1 ns.
- The final-report max-slew violation count is 0, for reference.
- The critical path is of the input port to flop type.
- The library cells used most frequently in the layout, excluding fill and tap cells, are sky130_fd_sc_hd__ha_1 (7), sky130_fd_sc_hd__inv_1 (5), sky130_fd_sc_hd__dfxtp_1 (5), sky130_fd_sc_hd__edfxtp_1 (5).
- The via count of the first global-routing pass is about 300.
- The routed layout has ~320 vias.
- The floorplan step defined a die boundary enclosing slightly below 7000 µm².
- After global routing the overflow that remains totals 0.
- Per the detailed placement report, the placed cell area equals 619 µm².
- Counting flops and latches in the post-synthesis netlist gives 10.
- Warnings reported by Yosys during synthesis add up to 2.
- The share of the clock period used by the worst path is 60.2%, for reference.
- Pin placement for this block handled 5 I/O pins.
- The synthesized design spends more area on one cell type than any other, namely sky130_fd_sc_hd__edfxtp_1.
- The total routing usage reported by global routing is 2.43%, for reference.
- The instance count after placement with tap cells included is around 95, for reference.
- The run finished with clean final reports.
- The worst reg2reg path startpoint is state[-1], for reference.
- In this run the register-to-register setup slack is 1.17 ns.
- Looking at hold timing, the worst path starts from eggtimer.count[3].
- OpenROAD emitted warnings numbering 30.
- The max-cap violation count is 0, for reference.
- The final-layout fill cell count is between 400 and 500, for reference.
- The power per standard cell area is between 900 and 1000 nW/µm², for reference.
- The count of instantiated cells in the yosys netlist is 44, for reference.
- Ranked by total cell area, the synthesized netlist is headed by sky130_fd_sc_hd__edfxtp_1 (29%), sky130_fd_sc_hd__dfxtp_1 (19%), sky130_fd_sc_hd__ha_1 (17%), sky130_fd_sc_hd__mux2_2 (4.3%), sky130_fd_sc_hd__inv_1 (3.6%).
- The routed design ends up with an antenna cell count of 0.
- For the worst setup path, the data arrival time is 1.54 ns.
- The DRC marker count from the first detailed-route iteration is 10, for reference.
- The area growth from synthesis to layout is 28.0%, for reference.
- Based on the critical path, the design can be clocked at up to 0.615 GHz.
- The worst reg2reg path depth is 4, for reference.
- The design area is 674 µm², for reference.
- The post-layout instance count excluding filler cells is 99, for reference.
- Post-CTS repair changed the size of 0 cells.
- Summed over its instances, the top area cell type makes up 28.5% of the synthesized netlist area.
- The highest fanout seen on the critical path is 9, for reference.
- For this run the detailed placement stage logged an HPWL of around 570 µm.
- The script extracted a total leakage power of 0.275 nW.
- Setup repair after global routing left no endpoint under its margin.
- After synthesis, the mean cell area works out to 12.0 µm².
- The proportion of synthesized chip area in sequential cells is 47.5%, for reference.
- The initial antenna violation count is 0, for reference.
- The chip area in the Yosys report is 527 µm², for reference.
- Endpoints failing hold in the final report were tallied at 0.
- The number of setup buffers added after CTS is 0.
- The capture endpoint of the worst hold path is eggtimer.count[2], for reference.
- The total wire length is around 760 µm, for reference.
- The distinct cell type count after synthesis is 21, for reference.
- The most frequent standard cell in the layout excluding fill and tap cells is sky130_fd_sc_hd__ha_1, for reference.
- The synthesized cell area is between 500 and 600 µm², for reference.
- Setup total negative slack on the finished layout was measured at 0 ns.
- The root buffer cell is sky130_fd_sc_hd__clkbuf_8, for reference.
- The starting density of the core is 14.3%, for reference.
- The vias per cell is approximately 3.2, for reference.
- After detailed routing, the number of remaining DRC violations is 0.
- The clock net in this run drives a total of 10 sinks.
- Buffers placed on the I/O ports in this run total 4.
- According to the floorplan report, the placeable core area is 3690 µm².
- In this run the remaining antenna-violating nets after routing total 0.
- The clock edge transition at the registers on the reported setup and hold paths is 0.05 ns, for reference.
- The report gives the cell count of the worst hold path as 1.
- The nature of the critical path endpoint is a flop, for reference.
- TritonCTS built the clock tree.
- The placer congestion estimate is between 0.7 and 0.8, for reference.
- The worst path in the final design needs a cycle of 1.63 ns, including I/O delays and setup.
- For reference, the placement row count at floorplan is 22.
- Measured against its own limit, the worst slew margin works out to 82.4%.
- The final setup violation count is 0, for reference.
- The average routed wire per standard cell is 7.70 µm, for reference.
- The OpenROAD report gives the critical path a required time of approximately 2.6 ns.
- For the pin with the worst max-slew slack, the measured transition is 0.262 ns.
- The largest vdd supply drop is 0.200 mV, for reference.
- The kind of start point of the critical path is an input port, for reference.
- Per the final layout report, the fraction of cells sized above drive strength 1 comes to 23.5%.
- The die is 82 µm wide.
- Timing analysis after detailed placement gives a worst setup slack of 0.841 ns.
- The maximum buffer depth of the clock tree is 2, for reference.
-- worst max-delay path, stage by stage --
cell and delay, ns:
sky130_fd_sc_hd__clkdlybuf4s50_1 0.61, sky130_fd_sc_hd__nor2b_1 0.10, sky130_fd_sc_hd__a311oi_1 0.29
-- stage by stage --
stage | power (W) | utilization (%) | hold slack [ns]
6_report | 0.000622 | 18.3 | 0.485
5_1_grt | 0.000669 | 18.3 | 0.530
4_1_cts | 0.000632 | 18.3 | 0.489
3_5_place_dp | 0.000442 | 16.8 | 0.473
3_3_place_gp | 0.000439 | 16.8 | 0.469
2_1_floorplan | 0.000376 | - | 0.448
-- sequential cells by signal, summed over array words and instances (netlist names) --
| name | flops |
|---|---|
| eggtimer.done | 1 |
| lights | 2 |
| eggtimer.count | 4 |
| state | 1 |
| resettimer | 1 |
| state[-1] | 1 |
-- worst max-delay path by stage --
stage	start	slack, ns	end	cells past startpoint
finish	button	1.07	resettimer	3
CTS	button	1.07	resettimer	3
global route	button	0.99	resettimer	3
-- cells by family (layout without fill, tap and decap cells) --
| kind of cell | Yosys count | in the layout | share of synthesized area [%] |
|---|---|---|---|
| AND-OR/OR-AND | 6 | 6 | 9.03 |
| buffers and inverters | 6 | 13 | 4.99 |
| multiplexers | 4 | 4 | 9.03 |
| adder cells (fa/ha/maj) | 7 | 7 | 16.6 |
| AND/OR/NAND/NOR | 11 | 11 | 12.8 |
| flip-flops | 10 | 10 | 47.5 |
-- area by class of cell --
| class | instances | area (µm²) | area share [%] |
|---|---|---|---|
| Inverter | 5 | 18.8 | 2.78 |
| Timing Repair Buffer | 4 | 40.0 | 5.94 |
| Tap cell | 48 | 60.1 | 8.91 |
| Multi-Input combinational cell | 28 | 250 | 37.1 |
| Sequential cell | 10 | 250 | 37.1 |
| Clock buffer | 4 | 55.1 | 8.16 |
-- cell usage after synthesis --
library cell	number
sky130_fd_sc_hd__ha_1	7
sky130_fd_sc_hd__dfxtp_1	5
sky130_fd_sc_hd__edfxtp_1	5
sky130_fd_sc_hd__inv_1	5
sky130_fd_sc_hd__nor2b_1	3
sky130_fd_sc_hd__mux2_2	2
sky130_fd_sc_hd__nand2b_1	2
sky130_fd_sc_hd__or2_2	2
sky130_fd_sc_hd__a21bo_2	1
sky130_fd_sc_hd__a21oi_1	1
sky130_fd_sc_hd__a311oi_1	1
sky130_fd_sc_hd__a31oi_1	1
sky130_fd_sc_hd__and3b_2	1
sky130_fd_sc_hd__buf_4	1
sky130_fd_sc_hd__mux2_4	1
sky130_fd_sc_hd__mux2i_1	1
sky130_fd_sc_hd__nand3_1	1
sky130_fd_sc_hd__nor2_1	1
sky130_fd_sc_hd__nor3_1	1
sky130_fd_sc_hd__o21ba_2	1
sky130_fd_sc_hd__o21bai_1	1
-- where the power goes --
group | leakage [nW] | internal (W) | total, W | switching [W]
clock network | 0.0288 | 0.000128 | 0.000182 | 0.0000540
registers | 0.0919 | 0.000227 | 0.000255 | 0.0000281
logic | 0.155 | 0.000103 | 0.000186 | 0.0000829
total | 0.275 | 0.000457 | 0.000622 | 0.000165
-- per-layer routing --
metal  track usage, %  part of all wire [%]
met5                0                     0
met4            0.850                   2.2
met3             1.65                    11
met2             2.90                    36
met1             3.35                    50
Power figures rest on the tool's default switching activity, not on a simulated workload.
